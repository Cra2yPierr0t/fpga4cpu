$ cat /design/flow/run.sh
#!/bin/bash
# OpenROAD 26Q1-2900-gdf79404cd8, Yosys 0.63+post, stock flow scripts
make -C /OpenROAD-flow-scripts/flow DESIGN_CONFIG=/design/flow/config.mk WORK_HOME=/design/flow/orfs finish
$ cat /design/flow/config.mk
export PLATFORM = sky130hd
export DESIGN_NAME = miniCPU
export DESIGN_NICKNAME = miniCPU
export VERILOG_FILES = /design/flow/design.v
export SDC_FILE = /design/flow/constraint.sdc
export NUM_CORES = 4
export LEC_CHECK = 1
export CORE_UTILIZATION = 40
$ cat /design/flow/constraint.sdc
current_design miniCPU

set clk_period 12.8
set clk_io_pct 0.2

create_clock -name clk0 -period $clk_period [get_ports {clock}]

set non_clock_inputs [all_inputs -no_clocks]
set_input_delay [expr $clk_period * $clk_io_pct] -clock clk0 $non_clock_inputs
set_output_delay [expr $clk_period * $clk_io_pct] -clock clk0 [all_outputs]
$ cat /design/flow/design.v
module ALU(x,y,zx,nx,zy,ny,f,no,out,zr,ng);
    input [15:0] x,y;
    input zx,nx,zy,ny,f,no;
    output [15:0] out;
    output zr,ng;
    wire [15:0] w1,w2;
    wire [15:0] notw1,w3;
    wire [15:0] notw2,w4;
    wire [15:0] xandy,addxy,w5;
    wire [15:0] notw5;
    wire [15:0] outbuffer;
    wire [7:0] out0to7,out8to15;
    wire or0to7,or8to15,or0to15;
    assign w1 = (zx == 1'b0) ? x : 16'b0000000000000000;
    assign w2 = (zy == 1'b0) ? y : 16'b0000000000000000;
    assign notw1 = ~w1;
    assign w3 = (nx == 1'b0) ? w1 : notw1;
    assign notw2 = ~w2;
    assign w4 = (ny == 1'b0) ? w2 : notw2;
    assign xandy = w3 & w4;
    assign addxy = w3 + w4;
    assign w5 = (f == 1'b0) ? xandy : addxy;
    assign notw5 = ~w5;
    assign outbuffer = (no == 1'b0) ? w5 : notw5;
    assign out = outbuffer;
    assign out0to7 = outbuffer[7:0];
    assign out8to15 = outbuffer[15:8];
    assign ng = outbuffer[15];
    assign or0to7 = |out0to7;
    assign or8to15 = |out8to15;
    assign or0to15 = or0to7 | or8to15;
    assign zr = ~or0to15;
endmodule
module Mux16(in1,in2,sel,out);
    input [15:0] in1,in2;
    input sel;
    output [15:0] out;
    assign out = (sel == 0) ? in1 : in2;
endmodule
module Register(clock,in,load,out);
    input clock;
    input [15:0] in;
    input load;
    output [15:0] out;
    reg [15:0] out;
    always @(posedge clock) begin
            if(load == 1'b1) begin
                    out <= in;
            end else begin
                    out <= out;
            end     
    end
endmodule
module miniCPU(inM,instruction,reset,outM,writeM,addressM,pc_,clock);
    input [15:0] inM,instruction;
    input reset,clock;
    output [15:0] outM;
    output writeM;
    output [14:0] addressM,pc_;
    wire h,o,j,n,i,e,p,q,k,l,u,v,m,w,s;
    wire [15:0] a,f,b1,g,c,pc_buf;
    assign h = instruction[15] & instruction[4];
    assign o = instruction[15] & instruction[5];
    assign j = instruction[15] & instruction[12];
    assign n = ~instruction[15];
    assign i = o | n;
    Mux16 Mux160(f,instruction,n,a);
    Register ARegister(clock,a,i,b1);
    assign addressM = b1[14:0];
    Mux16 Mux161(b1,inM,j,c);
    pc pc(b1,1'b1,e,reset,pc_buf,clock);
    assign pc_ = pc_buf[14:0];
    Register DRegister(clock,f,h,g);
    ALU ALU(g,c,instruction[11],instruction[10],instruction[9],instruction[8],instruction[7],instruction[6],outM,p,q);
    assign f = outM;
    assign k = p & instruction[1];
    assign l = q & instruction[2];
    assign u = p | q;
    assign v = ~u;
    assign m = k | l;
    assign w = v & instruction[0];
    assign s = w | m;
    assign e = s & instruction[15];
    assign writeM = instruction[3] & instruction[15];
endmodule
module pc(in,inc,load,reset,out,clock);
    input [15:0] in;
    input load,reset,clock,inc;
    output [15:0] out;
    reg [15:0] out;
    initial begin
        out = 16'b0000000000000000;
    end
    always@(posedge clock) begin
        if(reset) begin
            out <= 16'b0000000000000000;
        end else if(load) begin
            out <= in;
        end else if(inc) begin
            out <= out + 16'b0000000000000001;
        end else begin
            out <= out;
        end
    end
endmodule   
==> notes.md <==
run metrics: status=completed, adder share=0.05320, Min-Delay Path Class=flip-flop to flip-flop, yosys cell count=490, fin cells=675, share of layout cells above drive strength 1=0.1020, Chip Area=11,360 sq um, clock skew=0.007150 ns, Pre-antenna DRT Iters=4, ys async rst share=0, area grow syn2layout=18.99%, Setup Crit Path Kind=input pin to primary output, Routed Antenna Nets=0, Post-synth regs=47, setup tns final=0 ns, fmax=0.1059 GHz, Synth Seq Share=0.2883, PD cells=129.4 nW/um^2, Via density=5.348, top-count cell post-synth=nand2_1, Dominant comb cell=simple AND/OR/NAND/NOR gates, yosys stat chip area=4374 sq um, Combinational Area=2810 sq um, Port Buffers=80, DR WL/cell=15.81 um, CTS Root Cell=clkbuf_8, hold path start=pc.out[0]$_SDFF_PP0_, vias in the first global route=3,333, DRC=0, number of CTS-inserted buffers=5, worst-margin pin slew=0.8928 ns, top_reg_cell synth=edfxtp_1, Syn Area/Cell=8.927 sq um, Relative slew margins=0.4048, Peak VDD IR=0.00006358 V, hpwl dp=8018 um, Yosys cell types=68, Worst EP required=10.24 ns, top cells by area=edfxtp_1, xnor2_1, dfxtp_1, xor2_1, ha_1, Synth top area share=0.2197, Max Fanout on Critical Path=24, cycle use final=0.7379, DP Cell Count=667, simple share=0.2208, Die X=106.6 um, Die Y=106.6 um, tool warnings=25, clk latency of the worst-skew pair=0.30 ns, mux share=0.09096, PostCTS Resize Cnt=0, Ports=81, Post-Syn Area=4374 sq um, area fraction in compound gates=0.1513, RSZ-0062 raised after global routing=no, GRT Total Usage=0.1959, Post-synth top cells=nand2_1, xnor2_1, edfxtp_1, a21oi_1, xor2_1, Critical Path Start Type=input pin, Yosys top cell by area=edfxtp_1, Crit. End Element=primary output, filler instances=1,023, synthesized instance count=490, antenna violations before repair=0, FP Rows=37, Post-synth EDFFs=32, post-CTS setup buffers=0, Clock Sinks=47, Total Routed Length=10,670 um, H-tree Lvls=2, Reg-to-Reg Start=ARegister.out[0]$_DFFE_PP_, Hold Violations, Final=0, Final Max Slew Viols=0, fp util=0.4181, Leakage=1.942 nW, CTS tree=built, clock tree buffer depth=2, crit path time final=9.445 ns, first-pass GRT wire length=17,190 um, # setup viols final=0, synth warn=2, maximum number of pins on one net before global-route repair=41, core box area=10,460 sq um, Arr. time, crit path=6.88 ns, XOR Share, Synth=0.1261, routability cong.=0.8678, Reg clk slew, reported paths=0.09 ns, crit path from=instruction[15], initial DRC count=141, n_diodes=0, hold_buf cts=0, GRT overflow=0, via count=3,610, Register Area=1261 sq um, maxcap violations=0
==> cell type report <==
class                           count  share of cell area
Inverter                            8            0.005769
Sequential cell                    47              0.2423
Clock buffer                        5             0.01322
Timing Repair Buffer               86              0.1625
Multi-Input combinational cell    390              0.5399
Clock inverter                      3            0.003606
Tap cell                          136             0.03269
==> cell usage in the layout (no fill, tap or decap), drive strengths merged, types with 3 or more instances in the layout <==
cell type,instances
o21a,3
nand3b,4
clkinv,3
mux2i,6
nand3,14
nor4,4
and3,10
xor2,27
nand2,49
xnor2,36
nand2b,25
a21oi,32
nand4,3
clkbuf,5
o221ai,3
a31oi,6
nor2b,16
edfxtp,32
or3,4
a211oi,8
ha,17
buf,6
o21ai,19
dfxtp,15
or2,3
o211ai,6
inv,8
a21o,5
and2,6
nor2,25
mux2,27
nor3,5
clkdlybuf4s50,80
==> flip-flops by register name (all words and copies together) (netlist names) <==
name,count
ARegister.out,16
pc.out,15
DRegister.out,16
==> worst paths after layout <==
path              cells past startpoint  slack, ns                    to
setup / recovery                     15       3.36              outM[14]
hold / removal                        2       0.61  pc.out[0]$_SDFF_PP0_
setup reg to reg                     14       8.33  pc.out[2]$_SDFF_PP0_
hold reg to reg                       2       0.61  pc.out[0]$_SDFF_PP0_
==> worst max-delay path, cell delays in order <==
cell             delay, ns
clkdlybuf4s50_1       0.47
buf_4                 0.27
and2_1                0.53
nand2_1               0.10
a21oi_1               0.17
xor2_1                0.10
ha_1                  0.30
fa_1                  0.46
a211oi_2              0.22
o21ai_2               0.17
a211oi_1              0.38
a21oi_1               0.12
o211ai_1              0.28
xor2_1                0.24
clkdlybuf4s50_1       0.51
==> per-layer routing <==
layer | track usage | wire (um)
met2 | 0.3101 | 4928
met3 | 0.02790 | 677
met5 | 0 | 0
met1 | 0.3047 | 5008
met4 | 0.01663 | 58
==> cells by family after synthesis <==
| logic type | count (synthesis) |
|---|---|
| AND-OR/OR-AND | 98 |
| XOR/XNOR | 63 |
| adder cells (fa/ha/maj) | 18 |
| buffers and inverters | 53 |
| flip-flops | 47 |
| multiplexers | 33 |
| AND/OR/NAND/NOR | 178 |
==> stage by stage <==
| step | utilization | instance area (sq um) | hold WS [ns] | total power [mW] | worst slack, ns |
|---|---|---|---|---|---|
| floorplan | - | 4374 | 0.5390 | 0.4634 | 5.014 |
| global placement | 0.4891 | 5117 | 0.5816 | 0.5847 | 3.434 |
| detailed placement | 0.4891 | 5117 | 0.5906 | 0.5854 | 3.388 |
| CTS | 0.4975 | 5205 | 0.6151 | 0.6799 | 3.359 |
| global route | 0.4975 | 5205 | 0.6408 | 0.7255 | 3.043 |
| finish | 0.4975 | 5205 | 0.6150 | 0.6737 | 3.355 |
==> where the power goes <==
group          leakage (nW)  total (mW)  switching (mW)  internal (mW)
clock network        0.0461      0.0919          0.0535         0.0384
registers             0.438       0.216          0.0181          0.198
logic                  1.46       0.366           0.176          0.190
Power and IR drop assume default switching activity.
