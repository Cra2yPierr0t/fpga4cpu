==> flow/design.v <==
module aludec(funct, aluop, alucontrol);
    input [5:0] funct;
    input [1:0] aluop;
    output [2:0] alucontrol;
    assign alucontrol = decode(funct, aluop);
    function [2:0] decode(input [5:0] funct, input [1:0] aluop);
    begin
        case(aluop)
        2'b00: decode = 3'b010;
        2'b01: decode = 3'b110;
        default: case(funct)
            6'b100000: decode = 3'b010;
            6'b100010: decode = 3'b110;
            6'b100100: decode = 3'b000;
            6'b100101: decode = 3'b001;
            6'b101010: decode = 3'b111;
            default:   decode = 3'bxxx;
            endcase
        endcase
    end
    endfunction
endmodule
module controller(op, funct, zero, memtoreg, memwrite, pcsrc, alusrc, regdst, regwrite, jump, alucontrol);
    input [5:0] op, funct;
    input zero;
    output memtoreg;
    output memwrite;
    output pcsrc;
    output alusrc;
    output regdst;
    output regwrite;
    output jump;
    output [2:0] alucontrol;
    wire [1:0] aluop;
    wire branch;
    maindec maindec(op, memtoreg, memwrite, pcsrc, alusrc, regdst, regwrite, jump, aluop);
    aludec aludec(funct, aluop, alucontrol);
    assign pcsrc = branch & zero;
endmodule
module maindec(op, memtoreg, memwrite, branch, alusrc, regdst, regwrite, jump, aluop);
    input [5:0] op;
    output memtoreg;
    output memwrite;
    output branch;
    output alusrc;
    output regdst;
    output regwrite;
    output jump;
    output [1:0] aluop;
    wire [8:0] controls;
    assign {regwrite, regdst, alusrc, branch, memwrite, memtoreg, jump, aluop} = controls;
    assign controls = decode(op);
    function [8:0] decode(input [5:0] op);
    begin
        case(op)
        6'b000000: decode = 9'b110000010;
        6'b100011: decode = 9'b101001000;
        6'b101011: decode = 9'b001010000;
        6'b000100: decode = 9'b000100001;
        6'b001000: decode = 9'b101000000;
        6'b000010: decode = 9'b000000100;
        default:   decode = 9'bxxxxxxxxx;
        endcase
    end
    endfunction
endmodule
==> flow/run.sh <==
#!/bin/bash
# OpenROAD 26Q1-2900-gdf79404cd8, Yosys 0.63+post, stock flow scripts
make -C /OpenROAD-flow-scripts/flow DESIGN_CONFIG=/design/flow/config.mk WORK_HOME=/design/flow/orfs finish
==> flow/config.mk <==
export PLATFORM = sky130hd
export DESIGN_NAME = controller
export DESIGN_NICKNAME = controller
export VERILOG_FILES = /design/flow/design.v
export SDC_FILE = /design/flow/constraint.sdc
export NUM_CORES = 4
export LEC_CHECK = 1
export CORE_AREA = 10 10 70 70
export DIE_AREA = 0 0 80 80
==> flow/constraint.sdc <==
current_design controller

set clk_period 2.3
set clk_io_pct 0.2

create_clock -name clk0 -period $clk_period

set non_clock_inputs [all_inputs -no_clocks]
set_input_delay [expr $clk_period * $clk_io_pct] -clock clk0 $non_clock_inputs
set_output_delay [expr $clk_period * $clk_io_pct] -clock clk0 [all_outputs]
==> results.txt <==
The run has ended; figures from its reports follow.

Setup repair after global routing left no endpoint under its margin. The count of cells along the worst hold path is 3. The cell area that synthesis handed to floorplanning was just over 200 um^2. The number of setup violations in the final report is 0.

The count of mapped cells out of synthesis is 33. The final routed wirelength across all metal layers came out at 976 um. The final tally of max-slew violations is 0. Among the non-sequential cells, simple AND/OR/NAND/NOR gates take the most area.

The placed wire-length estimate came out at 815 um. The amount of wire on met3 after detailed routing came out at about 120 um. Buffers inserted to repair hold after CTS numbered 0. The number of placed I/O pins came out at 23. Counting the warning lines in the Yosys log gives 5.

The wire length on met1 came out at approximately 510 um. The first global-routing pass estimated ~1600 um of wire. The first-pass iteration count of the detailed router came out at 3. The floorplan core area came out at 0.00342 mm^2.

The die extent in x is around 80 um. Per the synthesis report, the single largest cell type by area occupies between 10% and 20% of cell area. The initial antenna violation count is 0. The hold path startpoint is op[3]. After synthesis, the most frequently instantiated cells are 3 x sky130_fd_sc_hd__nor3_1, 3 x sky130_fd_sc_hd__nor3b_1.

The floorplan has 21 rows. The initial detailed-routing violation count came out at 3. The cell type with the largest total area after synthesis is sky130_fd_sc_hd__nor3b_1.

The cell area reported after detailed placement came out at ~510 um^2. The maximum fanout encountered on the critical timing path came out at 3. Per the detail_route report, inserted antenna diodes total 0. The residual antenna-violating net count after detailed routing is 0. The sequential cells in the finished layout cover a total of 0 um^2. Routed signal wires occupy layers up through met3.

The routed via count is between 300 and 400. The endpoint class of the critical path is a primary output. The number of sequential storage elements came out at 0. Per the timing report, the achievable frequency comes out to around 0.45 GHz. The worst path required time came out at roughly 1.8 ns.

The number of max-cap violations is 0. From synthesis to final layout, the design area changed by 158%. As logged by OpenROAD, the buffers inserted on ports number 21.

The power per standard cell area came out at 109 mW/mm^2. Global routing consumed, over all layers together, a little under 3% of the routing resources. The flow ran to the end, and the final reports show no timing, DRC or antenna violations. The synthesized netlist devotes under 10% of its cell area to XOR and XNOR gates. The total net switching power came out at about 0.000024 W.

The wire length on met2 came out at 349 um. According to the floorplan report, the die height is ~80 um. In the routed design, unresolved DRC markers number 0. The critical path data arrival time is between 1.5 and 2 ns. The number of standard cells reported by yosys is 33. In the finished layout, the clock tree contains a buffer count of 0. The leakage component of the power came out at around 0.21 nW. The net switching share of the total power came out at a little over two fifths.

The hold-critical path endpoint is memtoreg. The power share of the clock group is 0%. The post-layout minimum cycle time came out at roughly 2.2 ns. The share of total power in combinational logic came out at 100.0%. The simple-gate portion of the synthesized area came out at 55.4%.

The internal portion of total power came out at 0.0000340 W. The post-synthesis chip area from yosys came out at about 210 um^2. Summing the areas of all fa, ha and maj instances in the mapped netlist gives 0% of the synthesized area. The total power draw came out at 0.0000584 W. At the end of routability-driven placement, the weighted congestion stood at 0.634. The routed wirelength normalized by instance count is around 9.1 um.

The final-report hold violation count is 0. The per-cell via count in the routed design came out at approximately 3.2. A synthesized cell averages between 6 and 7 um^2. The total area of multi-input combinational cells came out at roughly 220 um^2. The portion of synthesized area spent on multiplexers is 0%. The remaining global-route overflow came out at 0. The portion of the clock cycle consumed by the worst path in the final layout came out at a little over nine tenths. The count of warning messages emitted by the tools came out at 33. The worst slack after detailed placement is -0.346 ns.

The full die area is around 0.0064 mm^2. The number of different library cells in the post-synthesis netlist came out at 24. Entering global routing, the biggest net connects 8 pins. The class of the most critical setup path is primary input to primary output.

Counting the fill cells in the layout gives 408. The class of the worst hold path is primary input to primary output. The maximum resistive drop on vdd is around 0.000045 V. The part of the power in registers is 0%.

Yosys attributes the largest share of cell area to sky130_fd_sc_hd__nor3b_1 11%, sky130_fd_sc_hd__nor3_1 7.2%, sky130_fd_sc_hd__and3_1 6.0%. The via count of the first global-routing pass is around 340. Once routing completed, OpenROAD measured the worst setup slack at slightly below 0.1 ns. The post-route cell area is roughly 540 um^2. The floorplan core density came out at under 10%. STA classifies the critical path startpoint as a primary input. The layout summary lists the proportion of cells stronger than drive strength 1 as 41.0%. The compound-gate portion of the synthesized area came out at between 20% and 30%. The sequential-to-total area share from yosys stat came out at 0%.
routing by layer:
layer / vias to the layer above / GRT usage, %
met5: - / 0
met4: 0 / 0
met3: 0 / 1.36
met2: 16 / 3.85
met1: 152 / 4.35
li1: 177 / -
cells by family after synthesis:
kind of cell              Yosys count
and+or+nand+nor                    19
xor gates and xnor gates            1
AOI/OAI and AO/OA                   8
buffers and inverters               4
other                               1
stage by stage:
stage / hold slack (ns) / TNS (ns) / std cells / utilization [%]
5_1_grt: 1.58 / 0 / 107 / 15.7
3_5_place_dp: 1.97 / -2.03 / 105 / 14.9
3_3_place_gp: 1.98 / -1.93 / 105 / 14.9
2_1_floorplan: 0.934 / 0 / 33 / -
4_1_cts: 1.54 / 0 / 107 / 15.8
6_report: 1.54 / 0 / 107 / 15.7
power groups by stage:
| stage | combinational (W) | clock [W] | sequential (W) |
|---|---|---|---|
| after global routing | 0.0000650 | 0 | 0 |
| final | 0.0000584 | 0 | 0 |
| after CTS | 0.0000590 | 0 | 0 |
how the worst max path moves through the flow:
stage	start	endpoint	slack (ns)	cells past startpoint
6_report	funct[4]	alucontrol[2]	0.1	5
5_1_grt	funct[4]	alucontrol[2]	0.007	5
4_1_cts	op[4]	alusrc	0.0002	4
cell type report:
cell class	count	share of cell area, %
repair buffers	30	46.6
multi-input cells	29	41.3
well taps	46	10.7
inverters	2	1.40
cells in the final DEF (no fill, tap or decap), drive strengths merged:
master / count
a21oi: 3
a22o: 1
and2b: 1
and3: 2
buf: 11
clkbuf: 3
clkdlybuf4s50: 11
conb: 1
dlygate4sd2: 4
dlymetal6s2s: 1
inv: 2
nand2: 2
nand2b: 1
nand3: 2
nand4b: 1
nor2: 2
nor3: 3
nor3b: 3
nor4b: 1
o211ai: 1
o21ai: 2
o2bb2ai: 1
or3: 1
xor2: 1
what timing repair did:
item | in CTS | in global routing
endpoints found under the setup margin | 9 | 9
cloned | 0 | 0
pin swaps | 5 | 3
endpoints found under the hold margin | 0 | 0
setup buffers | 2 | 0
gates resized | 20 | 10
critical path: stages:
cell                              delay [ns]
sky130_fd_sc_hd__clkdlybuf4s50_1        0.39
sky130_fd_sc_hd__and2b_2                0.23
sky130_fd_sc_hd__nand2_1                0.07
sky130_fd_sc_hd__o2bb2ai_2              0.11
sky130_fd_sc_hd__clkdlybuf4s50_1        0.48
Power is estimated from default activity; no workload was simulated.
