==> flow/design.v <==
module Add32(X,Y,out,carry);
    input [31:0] X,Y;
    output [31:0] out;
    output carry;
    wire carry0,carry1,carry2,carry3,carry4,carry5,carry6,carry7,carry8,carry9,carry10,carry11,carry12,carry13,carry14,carry15,carry16,carry17,carry18,carry19;
    wire carry20,carry21,carry22,carry23,carry24,carry25,carry26,carry27,carry28,carry29,carry30;
    HalfAdder HalfAdder(X[0],Y[0],out[0],carry0);
    FullAdder FullAdder1(X[1],Y[1],carry0,out[1],carry1);
    FullAdder FullAdder2(X[2],Y[2],carry1,out[2],carry2);
    FullAdder FullAdder3(X[3],Y[3],carry2,out[3],carry3);
    FullAdder FullAdder4(X[4],Y[4],carry3,out[4],carry4);
    FullAdder FullAdder5(X[5],Y[5],carry4,out[5],carry5);
    FullAdder FullAdder6(X[6],Y[6],carry5,out[6],carry6);
    FullAdder FullAdder7(X[7],Y[7],carry6,out[7],carry7);
    FullAdder FullAdder8(X[8],Y[8],carry7,out[8],carry8);
    FullAdder FullAdder9(X[9],Y[9],carry8,out[9],carry9);
    FullAdder FullAdder10(X[10],Y[10],carry9,out[10],carry10);
    FullAdder FullAdder11(X[11],Y[11],carry10,out[11],carry11);
    FullAdder FullAdder12(X[12],Y[12],carry11,out[12],carry12);
    FullAdder FullAdder13(X[13],Y[13],carry12,out[13],carry13);
    FullAdder FullAdder14(X[14],Y[14],carry13,out[14],carry14);
    FullAdder FullAdder15(X[15],Y[15],carry14,out[15],carry15);
    FullAdder FullAdder16(X[16],Y[16],carry15,out[16],carry16);
    FullAdder FullAdder17(X[17],Y[17],carry16,out[17],carry17);
    FullAdder FullAdder18(X[18],Y[18],carry17,out[18],carry18);
    FullAdder FullAdder19(X[19],Y[19],carry18,out[19],carry19);
    FullAdder FullAdder20(X[20],Y[20],carry19,out[20],carry20);
    FullAdder FullAdder21(X[21],Y[21],carry20,out[21],carry21);
    FullAdder FullAdder22(X[22],Y[22],carry21,out[22],carry22);
    FullAdder FullAdder23(X[23],Y[23],carry22,out[23],carry23);
    FullAdder FullAdder24(X[24],Y[24],carry23,out[24],carry24);
    FullAdder FullAdder25(X[25],Y[25],carry24,out[25],carry25);
    FullAdder FullAdder26(X[26],Y[26],carry25,out[26],carry26);
    FullAdder FullAdder27(X[27],Y[27],carry26,out[27],carry27);
    FullAdder FullAdder28(X[28],Y[28],carry27,out[28],carry28);
    FullAdder FullAdder29(X[29],Y[29],carry28,out[29],carry29);
    FullAdder FullAdder30(X[30],Y[30],carry29,out[30],carry30);
    FullAdder FullAdder31(X[31],Y[31],carry30,out[31],carry);
endmodule
module FullAdder(X,Y,Cin,out,Cout);
    input X,Y;
    input Cin;
    output out;
    output Cout;
    wire s0,c0,c1;
    HalfAdder HalfAdder_0(X,Y,s0,c0);
    HalfAdder HalfAdder_1(s0,Cin,out,c1);
    assign Cout = c0 | c1;
endmodule
module HalfAdder(A,B,S,C);
    input A,B;
    output S;
    output C;
    assign C = A & B;
    assign S = A ^ B;
endmodule
module mipsALU(A,B,F,Y,C);
    input [31:0] A,B;
    input [2:0] F;
    output C;
    output [31:0] Y;
    wire [31:0] notB,w1,w2,w3,S,extended;
    assign notB = ~B;
    assign w1 = (F[2] == 1) ? notB : B;
    assign w2 = w1 & A;
    assign w3 = w1 | A;
    Add32 Add32(A,w1,S,C);
    assign extended[31:1] = 31'b0000000000000000000000000000000;
    assign extended[0] = S[31];
    assign Y = (F[1] == 0) ? ((F[0] == 0) ? w2 : w3) : ((F[0] == 0) ? S : extended);
endmodule    
==> flow/run.sh <==
#!/bin/bash
# OpenROAD 26Q1-2900-gdf79404cd8, Yosys 0.63+post, stock flow scripts
make -C /OpenROAD-flow-scripts/flow DESIGN_CONFIG=/design/flow/config.mk WORK_HOME=/design/flow/orfs finish
==> flow/config.mk <==
export PLATFORM = sky130hd
export DESIGN_NAME = mipsALU
export DESIGN_NICKNAME = mipsALU
export VERILOG_FILES = /design/flow/design.v
export SDC_FILE = /design/flow/constraint.sdc
export NUM_CORES = 4
export LEC_CHECK = 1
export CORE_AREA = 10 10 113 113
export DIE_AREA = 0 0 123 123
==> flow/constraint.sdc <==
current_design mipsALU

set clk_period 21.1
set clk_io_pct 0.2

create_clock -name clk0 -period $clk_period

set non_clock_inputs [all_inputs -no_clocks]
set_input_delay [expr $clk_period * $clk_io_pct] -clock clk0 $non_clock_inputs
set_output_delay [expr $clk_period * $clk_io_pct] -clock clk0 [all_outputs]
==> flow_metrics.tcl <==
# flow metrics
set metrics [dict create \
    grt_max_degree 44 \
    netlist_instances 333 \
    ios 100 \
    layout_min_cycle_time_ps 20760 \
    setup_tns_ps 0 \
    cpPeakStageDelay_ps 500 \
    die_w_um 123 \
    finalMaxSlewViolations 0 \
    timing.final.crit_share 0.984 \
    status "finished clean" \
    clkbuf_count 0 \
    vdd_ir_drop_max_v 0.0000124 \
    synthToLayoutAreaGrowth_pct 39.7 \
    die_y_um 123 \
    top_area_frac 0.272 \
    cap_violations 0 \
    fp-utilization 0.285 \
    path_class "in -> out" \
    finalHoldViolCount 0 \
    grt_pass1_vias 2333 \
    flops 0 \
    tightest_slew_ps 768 \
    portBuffers 100 \
    grt_overflow_total 0 \
    max_freq_mhz 48.2 \
    critical_path_required_ps 16880 \
    core_um2 10300 \
    avgSynthCellArea_um2 8.84 \
    yosys_area_um2 2940 \
    rows 37 \
    post-route-drc-count 0 \
    openroad.warnings 95 \
    grt_pass1_wl_um 11300 \
    yosysCellCount 333 \
    worst_setup_path_start_kind "input port" \
    drt_wl_total_um 6950 \
    cp_max_fo 2 \
    ys_types 17 \
    cp-end-kind "output port" \
    syn_area_um2 2940 \
    dp_hpwl_um 5830 \
    viasPerCell 3.87 \
    globalplace.congestion 0.814 \
    setup_violations 0 \
    p_leak_nw 1.96 \
    final_cells 566 \
    placedCellCount 566 \
    chip_area_um2 15100 \
    topCellsByArea "ha_1, fa_1, xor2_2, inv_1, mux2i_1" \
    final_util 0.398 \
    ff_latch_area_um2 0 \
    drt_first_pass_iters 3 \
    yosysWarnings 0 \
    crit_arrival_ps 16540 \
    grt.total_usage 0.0918 \
    cp_slowest_cell "fa_1" \
    ys_seq_share 0 \
    wire_per_inst_um 12.3 \
    diodes 0 \
    post-cts-setup-buffers 0 \
    holdBufCountCts 0 \
    ant_nets 0 \
    power_w 0.0000962 \
    rsz0062_at_grt "false" \
    p_per_area_nw_per_um2 23.4 \
    hp-class "in -> out" \
    slew_headroom 0.487 \
    holdWs_ps 9160 \
    cp_common_cell "fa_2" \
    drt-initial-drc-count 31 \
    antenna_found_initial 0 \
    route.vias.total 2191 \
    drive_gt1_frac 0.181 \
    synth_area_leader_cell "ha_1" \
]
-- layout make-up --
class | instances | area, um2
Multi-Input combinational cell | 232 | 2540
Inverter | 86 | 323
Fill cell | 989 | 6210
Tap cell | 136 | 170
Timing Repair Buffer | 112 | 1080
-- path summary, 6_finish.rpt --
check | start | end | slack, ps | depth (start not counted)
max | B[0] | Y[0] | 340 | 36
min | F[2] | Y[0] | 9160 | 6
-- cell usage in the layout, fill, tap and decap left out, types with 2 or more instances in the layout --
cell type	count
nand2_1	41
inv_1	77
fa_2	30
buf_2	2
buf_4	12
xor2_2	20
mux2i_1	21
ha_1	63
o21ai_0	10
clkdlybuf4s50_1	96
o21ai_1	30
xor2_1	12
inv_2	9
-- Yosys cell counts --
| cell type | number |
|---|---|
| fa_1 | 31 |
| buf_6 | 6 |
| o21ai_0 | 11 |
| o21ai_1 | 30 |
| buf_2 | 1 |
| ha_1 | 64 |
| mux4_1 | 1 |
| xor2_1 | 12 |
| xor2_2 | 20 |
| mux2i_1 | 21 |
| clkbuf_1 | 3 |
| buf_12 | 3 |
| inv_1 | 77 |
| nand2_1 | 41 |
| inv_2 | 9 |
| nor2b_4 | 1 |
| buf_4 | 2 |
-- where the power goes --
group	internal, W	total, W	switching [W]	leakage [nW]
Sequential	0	0	0	0
Clock	0	0	0	0
Combinational	0.0000533	0.0000962	0.0000428	1.96
Total	0.0000533	0.0000962	0.0000428	1.96
-- through the flow --
stage                     area, um2  setup slack, ps
after global placement         4050            -1090
after global routing           4110             82.4
final                          4110              339
after detailed placement       4050            -1130
after CTS                      4110             12.1
after floorplan                2960             35.7
-- repair_timing --
item,in CTS,in global routing
hold endpoints to repair,0,0
gates resized,26,6
pin swaps,1,1
endpoints found under the setup margin,5,2
-- cell families (layout without fill, tap and decap cells) --
logic type	after synthesis	after routing	share of synthesized area
AND-OR/OR-AND	41	41	0.0697
XOR/XNOR	32	32	0.146
adder cells (fa/ha/maj)	95	95	0.483
buffers and inverters	101	198	0.164
multiplexers	22	22	0.0804
AND/OR/NAND/NOR	42	42	0.0570
-- metal layers --
layer	vias to the layer above	global-route usage	wire length, um
li1	1148	-	-
met1	979	0.124	3120
met2	64	0.152	3160
met3	0	0.0291	676
met4	0	0	0
met5	-	0	0
-- worst max-delay path: cells and delay by family --
family     cells  cell delay, ps
xor+xnor       1             180
fa+ha+maj     32           11060
buf+inv        2             540
mux            1             490
Power and IR drop assume default switching activity.
